`flow/config.mk`:
```
export PLATFORM = sky130hd
export DESIGN_NAME = timer
export DESIGN_NICKNAME = timer
export VERILOG_FILES = /design/flow/design.v
export SDC_FILE = /design/flow/constraint.sdc
export NUM_CORES = 4
export LEC_CHECK = 1
export CORE_AREA = 10 10 70 70
export DIE_AREA = 0 0 80 80
```
`flow/constraint.sdc`:
```
current_design timer

set clk_period 1.6
set clk_io_pct 0.2

create_clock -name clk0 -period $clk_period [get_ports {clk}]

set non_clock_inputs [all_inputs -no_clocks]
set_input_delay [expr $clk_period * $clk_io_pct] -clock clk0 $non_clock_inputs
set_output_delay [expr $clk_period * $clk_io_pct] -clock clk0 [all_outputs]
```
`flow/design.v`:
```
module timer (
  input  logic        clk,
  input  logic        rst,
  input  logic        start,
  input  logic [3:0]  load_val,
  output logic        done,
  output logic [3:0]  count
);
  typedef enum logic [1:0] {IDLE, RUN, DONE} state_t;
  state_t state, next_state;
  always_ff @(posedge clk or posedge rst) begin
    if (rst)
      state <= IDLE;
    else
      state <= next_state;
  end
  always_ff @(posedge clk or posedge rst) begin
    if (rst)
      count <= 0;
    else if (state == IDLE && start)
      count <= load_val;
    else if (state == RUN)
      count <= count - 1;
  end
  always_comb begin
    next_state = state;
    case (state)
      IDLE: if (start) next_state = RUN;
      RUN:  if (count == 0) next_state = DONE;
      DONE: next_state = IDLE;
    endcase
  end
  assign done = (state == DONE);
endmodule
```
`flow/run.sh`:
```
#!/bin/bash
# OpenROAD 26Q1-2900-gdf79404cd8, Yosys 0.63+post, stock flow scripts
make -C /OpenROAD-flow-scripts/flow DESIGN_CONFIG=/design/flow/config.mk WORK_HOME=/design/flow/orfs finish
```
==> Slide: Implementation Results <==
Flow Results at a Glance

STA
  • Setup TNS: 0 ns
  • Fmax achieved: between 0.6 and 0.7 GHz
  • Final period util: 0.9568
  • Unrepaired setup endpoints after global routing: false
  • Max_slew headroom: 0.8255
  • Final hold violations: 0
  • Final setup fails: 0
  • Crit path time final: 1.531 ns
  • Worst-case clock skew: about 0.0054 ns
  • Slew at the pin closest to its max-slew limit: about 0.26 ns
  • Fin. max-slew vios: 0

GRT
  • Initial antenna violation count: 0
  • Vias in the first global route: 290
  • First-pass GRT wire length: roughly 1300 um
  • Global Route Usage Sum: 0.02605
  • Overflow after GRT: 0
  • Largest net degree at the start of global routing: 8

Placement
  • DP Cell Count: about 90
  • Routability cong.: 0.7635
  • Post-DP HPWL: about 660 um
  • Placed inst area: between 500 and 600 um2
  • IO Port Bufs: 11

Detailed routing
  • Drt first pass iters: 2
  • Routed wire per std cell: around 9.0 um
  • Final WL: around 850 um
  • Ant diodes: 0
  • ANT nets after route: 0
  • Via density: slightly below 3
  • DRT iter0 DRCs: 28
  • Remaining DRCs: 0
  • DR vias: approximately 280

Setup path
  • CP Class: flip-flop to output port
  • Worst path top cell family by delay: buffers and inverters
  • CP required: ~1.3 ns
  • Buf/Inv on CP: 1
  • CP Launch Type: flip-flop
  • CP max-delay cell: clkdlybuf4s50_1
  • Critical path fanouts, max: 4
  • Worst R2R Setup Slack: approximately 0.36 ns
  • Critical path depth in cells: 1
  • CP Capture Type: output port
  • R2R depth: 4
  • CP arrival: around 1.2 ns
  • CP peak stage delay: just over 0.5 ns
  • CP Cell Sequence: clkdlybuf4s50_1

Synth
  • Avg Cell Area, Syn: approximately 11 um2
  • Yosys stat area: approximately 340 um2
  • Yosys cell count: 32
  • Mapped Cells: 32
  • Area leader share: 0.4428
  • Cell type with the largest total area: dfrtp_1
  • Post-synth area hogs: dfrtp_1 (44%), dfstp_2 (7.7%), nor4b_4 (7.0%)
  • Synth Seq Share: 0.5203
  • Yosys cell types: 14
  • Registers, synthesis: 7
  • Synthesized cell area: around 340 um2
  • Yosys warns: 1

Min path
  • Hold WC Path Type: input port to asynchronous set/reset pin

Cells and area
  • Non-Filler Instances: around 94
  • Area growth syn-to-layout: 59.78%
  • Most frequent logic cell in the layout: clkdlybuf4s50_1
  • Flop area: around 180 um2
  • Design Area, Final: 541.8 um2
  • Share of layout cells above drive strength 1: 0.1667
  • Fillers: just under 400
  • Gate Area: ~140 um2
  • Top Layout Cells: clkdlybuf4s50_1 (11), inv_1 (5), dfrtp_1 (5), nor2_1 (4), a21oi_1 (4)

Floorplanning
  • Init Core Util: 0.09927
  • Chip Area: around 6400 um2
  • Num ports: 12
  • Die W: ~80 um
  • Number of core rows: 21
  • Die span in y: 80 um
  • Core Region: 3416 um2

Pwr
  • VDD IR max: 258.5 uV
  • Leakage: around 0.00023 uW
  • Cell area power density: 1623 nW/um2

Clocking
  • Max clock buf depth: 2
  • TritonCTS Buffers: 3
  • CTS Root Cell: clkbuf_4
  • H-tree level count: 1
  • CTS clk-pin slew, worst paths: 0.05 ns
  • Clock sinks: 7
  • Clock Latency Late Sink: about 0.25 ns
  • CTS tree: yes
  • Post-CTS setup buffer count: 0
  • Post-CTS Hold Buffers: 0

Flow run
  • Max-cap violations: 0
  • OpenROAD warnings: 25

Run status
  • Outcome: completed
## path summary, 6_finish.rpt
path,endpoint,startpoint
setup / recovery,count[0],count[0]$_DFFE_PP0P_
max in group asynchronous,state[0]$_DFF_PP1_,rst
hold reg to reg,state[0]$_DFF_PP1_,state[1]$_DFF_PP0_
min in group clk0,state[0]$_DFF_PP1_,state[1]$_DFF_PP0_
setup reg to reg,count[1]$_DFFE_PP0P_,count[0]$_DFFE_PP0P_
hold / removal,count[3]$_DFFE_PP0P_,rst
## stage by stage
step                  util  hold slack [ns]  worst slack, ns  total power, uW
floorplan                -           0.1227           0.4703            545.3
global placement    0.1505           0.4490           0.2714            718.0
detailed placement  0.1505           0.4593           0.2302            719.4
CTS                 0.1582           0.2944          0.02725            895.0
global route        0.1586           0.3055         0.001420            957.9
finish              0.1586           0.2883          0.06919            879.5
## report_power, final
group / internal [uW] / switching, uW
clock network: 95.1 / 63.7
logic: 238 / 105
registers: 260 / 118
total: 593 / 287
## logic make-up (layout without fill, tap and decap cells)
family          after synthesis  after routing  synth area share
xor+xnor                      3              3           0.07750
fa+ha+maj                     1              1           0.03689
buf+inv                       5             21           0.05536
simple gates                  9              9            0.1734
flops                         7              7            0.5203
compound gates                6              6            0.1033
mux                           1              1           0.03321
## final cells by class
type	count	area share
inverter	5	0.03464
sequential	7	0.3279
clock buffer	4	0.04850
tap	46	0.1062
timing repair buffer	12	0.2171
multi-input combinational	20	0.2656
## Yosys cell counts
master   number
nor4b_4       1
dfrtp_1       6
xor2_1        1
inv_1         5
a21o_1        1
xnor2_1       2
ha_1          1
nor4b_1       1
o31ai_1       1
dfstp_2       1
nor2_1        4
nand2_1       3
a21oi_1       4
mux2_2        1
## per-layer routing
| layer | routed length, um | global-route usage |
|---|---|---|
| met4 | 27 | 0.01056 |
| met5 | 0 | 0 |
| met3 | 74 | 0.01364 |
| met2 | 406 | 0.04254 |
| met1 | 337 | 0.02761 |
## sequential cells by signal (all words and copies together) (netlist names)
| register | count |
|---|---|
| count | 4 |
| state | 3 |
## what timing repair did
| action | 4_1_cts | 5_1_grt |
|---|---|---|
| endpoints found under the setup margin | 0 | 1 |
| endpoints found under the hold margin | 0 | 0 |
| gates resized | 0 | 1 |
Power is estimated from default activity; no workload was simulated.
