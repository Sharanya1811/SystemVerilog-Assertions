**flow/run.sh**
```bash
#!/bin/bash
# OpenROAD 26Q1-2900-gdf79404cd8, Yosys 0.63+post, stock flow scripts
make -C /OpenROAD-flow-scripts/flow DESIGN_CONFIG=/design/flow/config.mk WORK_HOME=/design/flow/orfs finish
```
**flow/design.v**
```verilog
module alu (
  input  logic        clk,
  input  logic        rst,
  input  logic [2:0]  opcode,
  input  logic [7:0]  a,
  input  logic [7:0]  b,
  output logic [15:0] result,
  output logic        valid
);
  always @(posedge clk or posedge rst) begin
    if (rst) begin
      result <= 0;
      valid  <= 0;
    end else begin
      valid <= 1;
      unique case (opcode)
        3'b000: result <= a + b;
        3'b001: result <= a - b;
        3'b010: result <= a & b;
        3'b011: result <= a | b;
        3'b100: result <= a ^ b;
        3'b101: result <= a * b;
        default: begin
          result <= 16'hDEAD;
          valid  <= 0;
        end
      endcase
    end
  end
endmodule
```
**flow/constraint.sdc**
```tcl
current_design alu

set clk_period 1.0
set clk_io_pct 0.2

create_clock -name clk0 -period $clk_period [get_ports {clk}]

set non_clock_inputs [all_inputs -no_clocks]
set_input_delay [expr $clk_period * $clk_io_pct] -clock clk0 $non_clock_inputs
set_output_delay [expr $clk_period * $clk_io_pct] -clock clk0 [all_outputs]
```
**flow/config.mk**
```make
export PLATFORM = sky130hd
export DESIGN_NAME = alu
export DESIGN_NICKNAME = alu
export VERILOG_FILES = /design/flow/design.v
export SDC_FILE = /design/flow/constraint.sdc
export NUM_CORES = 4
export LEC_CHECK = 1
export CORE_UTILIZATION = 50
```
==> impl_metrics.env <==
# implementation run metrics
export IMPL_switching_share_pct=43.4
export IMPL_hold_path_class="in2async"
export IMPL_cts_inserted_buffers=3
export IMPL_grt_overflow_total=0
export IMPL_place_ws_ns=-3.66
export IMPL_setup_viol=16
export IMPL_filler_cell_count=375
export IMPL_yosysSeqAreaShare_pct=11.6
export IMPL_global_route_wire_length_before_repair_um=17500
export IMPL_asyncSetResetFlopFracSynth_pct=100
export IMPL_netlist_area_um2=3650
export IMPL_synth_area_top_cells="sky130_fd_sc_hd__fa_1, sky130_fd_sc_hd__ha_1, sky130_fd_sc_hd__dfrtp_1"
export IMPL_finalWirelength_um=11500
export IMPL_max_slew_margin_pct=70.4
export IMPL_postPlaceCellArea_um2=5120
export IMPL_place_detailed_instances=669
export IMPL_maxCapViolCount=0
export IMPL_ys_types=58
export IMPL_report_final_slew_viol_count=0
export IMPL_placement_io_buffers=37
export IMPL_routabilityCongestion=0.957
export IMPL_finalCriticalPeriod_ns=3.75
export IMPL_grt_start_max_net_pins=18
export IMPL_postLayoutSetupSlackWorst_ns=-2.75
export IMPL_synthesis_yosys_warnings=1
export IMPL_postSynthRegisterBits=17
export IMPL_power_leakage_nw=2.76
export IMPL_fin_setup_tns_ns=-32.38
export IMPL_start_kind="input port"
export IMPL_vias_per_cell=5.30
export IMPL_initCoreUtil_pct=52.6
export IMPL_critical_path_fanouts_max=4
export IMPL_clock_tree_buffer_depth=2
export IMPL_post_cts_hold_buffer_count=0
export IMPL_yosys_top_cells_count="sky130_fd_sc_hd__inv_1, sky130_fd_sc_hd__nor2_1, sky130_fd_sc_hd__ha_1"
export IMPL_worst_setup_hold_path_clk_slew_ns=0.06
export IMPL_drt_pass1_iter_count=5
export IMPL_powerDensity_nw_per_um2=1470
export IMPL_grt_pass1_vias=3580
export IMPL_timing_hold_violations_final=0
export IMPL_critPathCaptureType="flip-flop"
export IMPL_synthesis_instances=436
export IMPL_fp_dieH_um=87.5
export IMPL_power_share_sequential_pct=9.8
export IMPL_comb_power_share_pct=84.5
export IMPL_antenna_cells_inserted=0
export IMPL_synth_avg_cell_area_um2=8.38
export IMPL_wl_per_cell_um=16.5
export IMPL_warning_count=45
export IMPL_synth_top_cell_by_area="sky130_fd_sc_hd__fa_1"
export IMPL_grt_antenna_before_repair=0
export IMPL_totalPowerFinal_mw=8.52
export IMPL_top_cell="sky130_fd_sc_hd__inv_1"
export IMPL_post_route_drc_count=0
export IMPL_fmax_mhz=267
export IMPL_core_area_um2=6940
export IMPL_cts_htree_levels=1
export IMPL_design_area_um2=5810
export IMPL_detail_route_iter0_violations=195
export IMPL_critical_path_required_ns=1.12
export IMPL_rows=30
export IMPL_cts_root_buf="sky130_fd_sc_hd__clkbuf_8"
export IMPL_tritoncts="done"
export IMPL_utilization_pct=83.6
export IMPL_hpwlAfterDp_um=8710
export IMPL_yosysTopAreaCellShare_pct=20.8
export IMPL_yosysChipArea_um2=3650
export IMPL_ys_cells=436
export IMPL_portion_of_total_power_attributed_to_the_clock_network_pct=5.7
export IMPL_flip_flops_with_a_built_in_enable=0
export IMPL_crit_type="in2reg"
export IMPL_netSwitchingPower_mw=3.70
export IMPL_peakVddDrop_mv=1.06
export IMPL_antenna_violating_nets_post_route=0
export IMPL_run_status="finished, violations left"
export IMPL_detailroute_via_count=3679
export IMPL_worstMarginPinSlew_ns=0.433
export IMPL_cts_num_sinks=17
export IMPL_fin_cells=694
export IMPL_violations="setup timing"
export IMPL_die_width_um=87.5
export IMPL_fraction_of_final_layout_cells_with_drive_strength_greater_than_1_pct=46.7
export IMPL_io_pin_count=38
export IMPL_area_growth_synth_to_final_pct=58.9
export IMPL_fp_dieArea_um2=7650
export IMPL_primary_flip_flop_cell_chosen_by_synthesis_mapping="sky130_fd_sc_hd__dfrtp_1"
export IMPL_grt_use_total_pct=31.4
export IMPL_timing_hold_ws_ns=0.271
export IMPL_grt_setup_unrepaired="true"
export IMPL_finalClockPeriodUsage_pct=375
export IMPL_internal_power_mw=4.83
export IMPL_worst_endpoint_arrival_ns=3.87
-- routing by layer --
| metal | vias up | routed length (um) | GRT usage, % |
|---|---|---|---|
| met3 | 10 | 709 | 6.73 |
| li1 | 1780 | - | - |
| met4 | 0 | 82 | 1.94 |
| met5 | - | 0 | 0 |
| met2 | 135 | 5140 | 48.9 |
| met1 | 1754 | 5520 | 48.8 |
-- logic make-up after synthesis --
group | after synthesis | share of synthesized area (%)
and+or+nand+nor | 122 | 14.9
adders and majority gates | 98 | 41.4
AOI/OAI and AO/OA | 97 | 18.6
buffers and inverters | 84 | 9.14
DFF | 17 | 11.6
xor gates and xnor gates | 15 | 3.60
muxes | 3 | 0.822
-- repair_timing --
action	CTS	global route
cloned	1	0
buffers inserted	20	9
gates resized	188	77
pin swaps	67	64
endpoints found under the setup margin	34	21
-- path summary, 6_finish.rpt --
path | start | end | slack (ns) | depth (start not counted)
min in group clk0 | opcode[0] | result[1]$_DFF_PP0_ | 0.54 | 4
setup / recovery | a[2] | result[14]$_DFF_PP0_ | -2.75 | 17
hold / removal | rst | result[6]$_DFF_PP0_ | 0.27 | 3
max in group asynchronous | rst | result[7]$_DFF_PP0_ | 0.61 | 3
-- state kept, by name, indices dropped and copies added (netlist names) --
register and count:
result 16, valid 1
-- power groups by stage --
stage                 Combinational (mW)  Sequential (mW)  Clock [mW]
after CTS                           6.44            0.836       0.490
after global routing                7.85            0.845       0.516
final                               7.20            0.834       0.484
-- worst max-delay path, cell delays in order --
cell and delay, ns:
sky130_fd_sc_hd__buf_12 0.11, sky130_fd_sc_hd__clkinvlp_4 0.14, sky130_fd_sc_hd__buf_6 0.12, sky130_fd_sc_hd__nor2_4 0.03
sky130_fd_sc_hd__fa_2 0.35, sky130_fd_sc_hd__fa_2 0.44, sky130_fd_sc_hd__fa_1 0.56, sky130_fd_sc_hd__inv_2 0.04
sky130_fd_sc_hd__fa_1 0.51, sky130_fd_sc_hd__inv_2 0.05, sky130_fd_sc_hd__ha_4 0.25, sky130_fd_sc_hd__a211oi_4 0.23
sky130_fd_sc_hd__o21ai_2 0.10, sky130_fd_sc_hd__a31o_4 0.24, sky130_fd_sc_hd__a21oi_2 0.13, sky130_fd_sc_hd__mux2i_1 0.24
sky130_fd_sc_hd__o211ai_2 0.10
-- layout make-up --
class | count | area [um2] | share of cell area [%]
Clock buffer | 4 | 45.0 | 0.776
Inverter | 74 | 313 | 5.39
Multi-Input combinational cell | 335 | 3460 | 59.6
Sequential cell | 17 | 425 | 7.33
Tap cell | 96 | 120 | 2.07
Timing Repair Buffer | 168 | 1440 | 24.8
-- layout by cell type (no fill, tap or decap), types with 14 or more instances in the layout --
cell	instances
sky130_fd_sc_hd__nand2_1	18
sky130_fd_sc_hd__dfrtp_1	17
sky130_fd_sc_hd__buf_4	105
sky130_fd_sc_hd__ha_1	40
sky130_fd_sc_hd__inv_2	22
sky130_fd_sc_hd__buf_6	29
sky130_fd_sc_hd__inv_1	41
sky130_fd_sc_hd__fa_1	28
sky130_fd_sc_hd__o21ai_1	14
sky130_fd_sc_hd__ha_4	17
sky130_fd_sc_hd__nor2_1	37
Power and IR drop assume default switching activity.
