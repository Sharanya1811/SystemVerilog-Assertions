**/design/flow/config.mk**
```make
export PLATFORM = sky130hd
export DESIGN_NAME = synchronous_fifo
export DESIGN_NICKNAME = synchronous_fifo
export VERILOG_FILES = /design/flow/design.v
export SDC_FILE = /design/flow/constraint.sdc
export NUM_CORES = 4
export LEC_CHECK = 1
export CORE_UTILIZATION = 40
```
**/design/flow/constraint.sdc**
```tcl
current_design synchronous_fifo

set clk_period 2.6
set clk_io_pct 0.2

create_clock -name clk0 -period $clk_period [get_ports {clk}]

set non_clock_inputs [all_inputs -no_clocks]
set_input_delay [expr $clk_period * $clk_io_pct] -clock clk0 $non_clock_inputs
set_output_delay [expr $clk_period * $clk_io_pct] -clock clk0 [all_outputs]
```
**/design/flow/design.v**
```verilog
module synchronous_fifo #(parameter WIDTH=8,parameter DEPTH=4) (
  input  logic        clk,
  input  logic        rst,
  input  logic        wr_en,
  input  logic        rd_en,
  input  logic [(WIDTH-1):0]  data_in,
  output logic  [(WIDTH-1):0] data_out,              
  output logic        full,
    output logic  empty
);
  reg [(WIDTH-1):0] mem[(DEPTH-1):0];
  logic [((DEPTH/2)-1):0] wr_ptr,rd_ptr;
  int count=0;
  always @(posedge clk or posedge rst) begin
    if(rst) begin
      wr_ptr<=0;
      rd_ptr<=0;
      count<=0;
    end
    else begin
      if(wr_en && !full) begin
        mem[wr_ptr]<=data_in;
        wr_ptr<=wr_ptr+1'b1;
       count<=count+1'b1;
      end
      else if(rd_en && !empty) begin
        data_out<=mem[rd_ptr];
        rd_ptr<=rd_ptr+1;
        count<=count-1'b1;
      end 
    end
  end
  assign full = ((wr_ptr==(DEPTH-1))  && (rd_ptr==0)) ? 1: 0;
  assign empty =(wr_ptr===rd_ptr)?1:0;
endmodule
```
**/design/flow/run.sh**
```bash
#!/bin/bash
# OpenROAD 26Q1-2900-gdf79404cd8, Yosys 0.63+post, stock flow scripts
make -C /OpenROAD-flow-scripts/flow DESIGN_CONFIG=/design/flow/config.mk WORK_HOME=/design/flow/orfs finish
```
==> notes.md <==
flow finished, numbers: outcome=finished clean, Syn Area/Cell=17.3 sq um, Late-Pin Clk Latency=0.29 ns, layout cell share with drive strength beyond 1=0.0938, Slew Limit Fails=0, postcts setup bufs=0, Antenna Nets Post-Route=0, n_diodes=0, Via density=5.03, Leak=0.797 nW, critical path class=flip-flop to output pin, DRT met1 WL=1230 um, top-count cell post-synth=edfxtp_1, adder share=0.0638, Worst-path clk slew=0.07 ns, initial antenna violation count=0, max_slew headroom=0.680, non-filler cells, final=178, Setup WS post-layout=0.435 ns, AO/OA Area Share=0.0582, crit start category=flip-flop, Synth mux share=0.0603, ys async rst share=0.0909, register area share after synthesis=0.738, vias=895, GRT Util Overall=0.143, Max Cap Viol=0, WL final=2660 um, DR WL met2=1090 um, final instance area=0.00214 sq mm, EDFF count, synth=40, Peak supply drop=0.480 mV, Post-Synth Simple-Gate Area=0.0241, DP Worst Slack=0.450 ns, synth top area cells=edfxtp_1 (68%), ha_1 (6.4%), dfrtp_1 (5.7%), Wirelength per Cell=14.9 um, Crit path required time=2.08 ns, FP Util=0.429, DR iter-0 viols=47, RSZ-0062 raised after global routing=false, GRT Residual Overflow=0, post-route setup TNS=0 ns, Ports=22, Max clock buf depth=2, CTS resizes=0, CTS buffer count=5, DR pass1 iterations=5, Die ar.=0.00468 sq mm, Final setup viols=0, Netlist cell types=15, core area=0.00412 sq mm, Area Overhead vs Synth=21.1%, vias in the first global route=887, Final min period=2.16 ns, Hold Fails Final Rpt=0, first-pass GRT wire length=4360 um, xor/xnor share=0.0199, Worst-Margin Slew=0.480 ns, Post-Synthesis Cell Area=0.00176 sq mm, DR DRC count=0, Yosys warning count=2, ys flops=44, Placed Instances=170, H-tree levels=2, TritonCTS clock tree=done, WL met3=317 um, IO buf count=21, Synth Instances=102, Chip Area, Yosys=0.00176 sq mm, hold buffer count at CTS=0, dominant register cell=edfxtp_1, count of tool warnings=32, FP Rows=23, nature of the critical path endpoint=output pin, Final period util=0.833, Area leader share=0.681, GPL Wtd Cong=0.771, Final Skew=0.00949 ns, worst hold path class=input port to asynchronous set/reset pin, hold slack final=0.488 ns, WP data arrival=1.64 ns, pwr/cell area=972 mW/mm^2, CTS root buf=clkbuf_8, Area after DPL=0.00203 sq mm, clk sinks=44, Top Metal Used=met4, Synth area leader=edfxtp_1, critical path peak fanout=5, dpl hpwl=1990 um, top cells by count=edfxtp_1 (40), inv_1 (13), ha_1 (9), a222oi_1 (8), mux2i_1 (8), Die H=68.4 um, Achievable Freq=462 MHz, ys cells=102, Synth logic family=adder cells, die x size=68.4 um, largest net degree at the start of global routing=14
-- registers in the layout, indices dropped and copies added, names as in the netlist --
name / flops
mem: 32
data_out: 8
rd_ptr: 2
wr_ptr: 2
-- cell usage in the layout, fill, tap and decap left out, types with 2 or more instances in the layout --
cell type         n
clkbuf_8          5
mux2i_1           8
nor2_1            3
dfrtp_1           4
clkdlybuf4s50_1  21
inv_1            13
a222oi_1          8
xor2_1            2
and2_1            5
ha_1              9
xnor2_1           2
edfxtp_1         40
-- worst max-delay path, stage by stage (launching register included) --
cell and delay, ns:
dfrtp_1 0.45, inv_1 0.13, ha_1 0.20, and2_1 0.14, clkdlybuf4s50_1 0.45
-- power by group --
part	switching [mW]	internal [mW]	leakage, nW	total, mW
clock network	0.206	0.285	0.0552	0.491
logic	0.285	0.310	0.331	0.595
registers	0.0723	0.920	0.411	0.992
total	0.563	1.51	0.797	2.08
-- cell type report --
| class | instances | area [sq um] |
|---|---|---|
| Clock inverter | 2 | 35.0 |
| Timing Repair Buffer | 22 | 218 |
| Fill cell | 324 | 1980 |
| Sequential cell | 44 | 1300 |
| Multi-Input combinational cell | 41 | 399 |
| Tap cell | 50 | 62.6 |
| Inverter | 13 | 48.8 |
| Clock buffer | 6 | 72.6 |
-- cell families after synthesis --
group | Yosys count
flops | 44
compound gates | 10
simple gates | 8
fa+ha+maj | 9
xor+xnor | 4
buf+inv | 17
mux | 10
-- per-layer routing --
layer | up-vias | GRT usage
met3 | 4 | 0.0828
met1 | 416 | 0.229
li1 | 428 | -
met2 | 47 | 0.186
met5 | - | 0
met4 | 0 | 0.0208
-- path summary, 6_finish.rpt --
check                      startpoint         to  slack [ns]  depth (start not counted)
min in group clk0           rd_ptr[0]  rd_ptr[0]        0.59                          1
max reg2reg                 rd_ptr[0]  mem[0][0]        0.66                          5
max in group asynchronous         rst  rd_ptr[1]        1.97                          2
min                               rst  wr_ptr[0]        0.49                          2
max                         rd_ptr[0]       full        0.44                          4
min reg2reg                 rd_ptr[0]  rd_ptr[0]        0.59                          1
-- through the flow --
step | total power [mW] | util
2_1_floorplan | 1.39 | -
3_3_place_gp | 1.60 | 0.493
3_5_place_dp | 1.60 | 0.493
4_1_cts | 2.09 | 0.519
5_1_grt | 2.22 | 0.519
6_report | 2.08 | 0.519
Power is estimated from default activity; no workload was simulated.
